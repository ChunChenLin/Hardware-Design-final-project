**flow/config.mk**
```make
export PLATFORM = sky130hd
export DESIGN_NAME = TLC_Light
export DESIGN_NICKNAME = TLC_Light
export VERILOG_FILES = /design/flow/design.v
export SDC_FILE = /design/flow/constraint.sdc
export NUM_CORES = 4
export LEC_CHECK = 1
export CORE_AREA = 10 10 70 70
export DIE_AREA = 0 0 80 80
```
**flow/run.sh**
```bash
#!/bin/bash
# OpenROAD 26Q1-2900-gdf79404cd8, Yosys 0.63+post, stock flow scripts
make -C /OpenROAD-flow-scripts/flow DESIGN_CONFIG=/design/flow/config.mk WORK_HOME=/design/flow/orfs finish
```
**flow/constraint.sdc**
```tcl
current_design TLC_Light

set clk_period 2.8
set clk_io_pct 0.2

create_clock -name clk0 -period $clk_period [get_ports {clk}]

set non_clock_inputs [all_inputs -no_clocks]
set_input_delay [expr $clk_period * $clk_io_pct] -clock clk0 $non_clock_inputs
set_output_delay [expr $clk_period * $clk_io_pct] -clock clk0 [all_outputs]
```
**flow/design.v**
```verilog
module TLC_Light(clk, rst, on, done, light);
  input clk, rst, on;
  output done;
  output [2:0] light;
  reg [2:0] light;
  reg done;
  reg [2-1:0] state, next;
  reg [2-1:0] next1;
  reg tload;
  reg [4-1:0] tin;
  wire tdone;
  always @(posedge clk) begin
    if(rst)
	   state=2'b00;
    else 
	  state=next;
  end
  Timer timer(clk, rst, tload, tin, tdone);
  always @(*) begin
    case(state)
      2'b00: begin
		  tload=(tdone & on);
	      tin=4'd8;
	      light=3'b100;
	      done=~tdone;
	      if(tdone & on)
		    next1=2'b01;
	      else
		    next1=2'b00; end
      2'b01: begin
		    tload=tdone & ~on;
	        tin=4'd4;
	        light=3'b001;
	        done=tdone;
	        if(tdone & ~on)
		      next1=2'b10;
	        else
		      next1=2'b01; end
      2'b10: begin
             tload=tdone;
	      	 tin=4'd3;
	      	 light=3'b010;
	      	 done=1'b1;
	      	 if(tdone)
		       next1=2'b00;
	      	 else
		       next1=2'b10; end
      default: begin
	         tload=tdone;
	         tin=4'd3;
	         light=3'b010;
	         done=1'b1;
	         if(tdone)
	           next1=2'b00;
	         else
		       next1=2'b10; end
     endcase
     next=next1;
  end
endmodule
module Timer(clk, rst, load, in, done);
  parameter n=4;
  input clk, rst, load;
  input [n-1:0] in;
  output done;
  reg [n-1:0] count, next_count;
  wire done;
  always @(posedge clk) begin
    if(rst) count = 0;
    else count = next_count;
  end
  always @(*) begin
    next_count = count-1'b1;
    if(load)
      next_count=in;
    else if(done==1)
      next_count=0;
  end
  assign done = (count==0) ? 1 :0;
endmodule
```
==> Changelog: implementation <==
## Flow update

* Outcome: finished, final reports clean
* Vertical die dimension at 80 µm
* Inserted Diodes at 0
* Layout Skew at 0.00366 ns
* Share of the synthesized area in the top cell type at 39.6%
* Hold bufs inserted after CTS at 0
* Post-synth design cell area at 354 µm²
* Width of the chip at 80 µm
* Final setup TNS at 0 ns
* Critical path launch point type: flip-flop
* Category of the most critical setup path: flip-flop to primary output
* Total Routed Length at 770 µm
* Worst-skew pair later-pin latency at 0.25 ns
* Number of port buffers at 6
* FF-to-FF Start: timer.count[1]
* Element type at the critical path end: primary output
* RSZ-0062 raised after global routing: false
* Gates resized, CTS repair at 0
* Top cell type by total area after synthesis: dfxtp_1
* Top cells by area: dfxtp_1, nor4_4, a21oi_1
* Ratio of cells with drive above 1 in the final layout at 13.0%
* Via/cell ratio at 3.32
* Number of setup violations in the final report at 0
* Total clock buffers created by CTS at 3
* Dpl cell area at 453 µm²
* Most common cell after layout, fill and taps aside: dfxtp_1
* Pin count of the biggest net entering global routing at 9
* Synthesized instance count at 39
* Antenna-violating nets left at 0
* Post-synthesis cell count from yosys at 39
* Number of buffers on the longest clock path at 2
* Buffers inserted by post-CTS timing repair at 0
* Site row count at 21
* Flops after synth at 7
* Req. time, crit path at 2.24 ns
* Violation count after the first detailed-route iteration at 6
* Number of design rule violations left after detail routing at 0
* Routed wirelength normalized by instance count at 8.37 µm
* Final-layout fill cell count at 403
* YS chip area at 354 µm²
* Leakage component of the power at 0.149 nW
* Share of synthesized area occupied by flip-flops and latches at 39.6%
* Iteration count of the initial detailed-routing pass at 4
* Area of the chip at 6400 µm²
* Largest driver fanout on the critical path at 7
* Cycle use final at 89.0%
* Final weighted congestion in routability-driven placement at 0.801
* Detailed placement HPWL at 535 µm
* Number of distinct library cell variants in the gate-level netlist after synthesis at 20
* Wire length of the first global-routing pass at 1.35 mm
* Pin slew with the least headroom to its limit at 0.421 ns
* Via count of the first global-routing pass at 308
* Core box area at 3420 µm²
* Pre-Place Util at 10.4%
* Clock tree root buffer cell: clkbuf_4
* CP Launch Point: timer.count[1]
* Total congestion overflow at 0
* Number of antenna violations at the first check in global routing at 0
* Number of violations of the max-capacitance limit at 0
* Fmax achieved at 0.401 GHz
* Leading cell types in the layout, fill and taps excluded: dfxtp_1, clkdlybuf4s50_1, nor2_1, a21oi_1, nor3_1
* Final design area excluding fillers at 479 µm²
* Peak supply drop at 0.470 mV
* Arrival time of the worst setup path at 1.93 ns
* Yosys warning count at 2
* Minimum clock period after layout at 2.49 ns
* Routed vias at 305
* TritonCTS clock tree: built
* Final hold vios at 0
* Area added between synthesis and finish at 35.3%
* Average instance area after synthesis at 9.08 µm²
* Level count of the clock H-tree at 1
* Startpoint of the worst hold path: state[1]
* Normalized max-slew margin at 71.7%
* Power Dens Cells at 1230 nW/µm²
* Clock-pin slew on the worst setup and hold paths at 0.05 ns
* Hold/Removal Path Class: flip-flop to flip-flop
* I/O pin total at 7
* Max Transition Viols Final at 0
* Tool warnings at 25
* Global router's overall resource usage at 2.60%
* Sink Count at 7
## flip-flops by register name, indices dropped and copies added, names as in the netlist
register	flops
timer.count	4
state	3
## worst max-delay path, stage by stage (launching register included)
cell and delay, ns:
dfxtp_1 0.38, or4_4 0.60, nor3b_2 0.23, nor2_1 0.06, clkdlybuf4s50_1 0.42
## per-stage QoR
| stage | hold slack (ns) | std cells | utilization (%) | setup WS, ns | total power [mW] |
|---|---|---|---|---|---|
| floorplan | 0.426 | 39 | - | 1.07 | 0.407 |
| global placement | 0.457 | 88 | 13.3 | 0.581 | 0.497 |
| detailed placement | 0.453 | 88 | 13.3 | 0.581 | 0.500 |
| CTS | 0.468 | 92 | 14.0 | 0.291 | 0.599 |
| global route | 0.500 | 92 | 14.0 | 0.194 | 0.658 |
| finish | 0.467 | 92 | 14.0 | 0.307 | 0.590 |
## cell type report
cell class              instances  area [µm²]  area share [%]
multi-input cells              29         195            40.7
flip-flops and latches          7         140            29.2
repair buffers                  6        60.1            12.5
well taps                      46        57.6            12.0
clock buffers                   4        26.3            5.48
## synth_stat cells
master / count
clkbuf_1: 2
a21oi_1: 4
o31a_1: 1
o31ai_1: 1
dfxtp_1: 7
nand2_1: 3
nor4_4: 1
or4_4: 1
nand3b_1: 1
nor3b_1: 1
a311oi_1: 1
o21a_1: 1
a211oi_1: 1
a221o_1: 1
nor3_1: 4
buf_6: 1
nor3b_2: 1
nor4b_1: 1
nand2b_1: 1
nor2_1: 5
## metal layers
metal  vias up  GRT usage, %  wire [µm]
li1        161             -          -
met1       134          3.47        415
met2        10          3.13        266
met3         0          2.16         88
met4         0         0.352          0
met5         -             0          0
## cell families (layout without fill, tap and decap cells)
group	Yosys count	after routing	synth area share, %
buffers and inverters	3	10	5.30
AND/OR/NAND/NOR	19	19	35.3
flip-flops	7	7	39.6
AND-OR/OR-AND	10	10	19.8
## power breakdown
group	total, mW	switching [mW]	internal [mW]
Combinational	0.286	0.116	0.169
Clock	0.0918	0.0374	0.0544
Sequential	0.213	0.0734	0.139
## path summary, 6_finish.rpt
path,end,slack [ns],depth (start not counted)
hold reg to reg,state[1],0.47,2
setup reg to reg,timer.count[2],1.38,3
hold / removal,state[1],0.47,2
setup / recovery,done,0.31,4
Power and IR drop assume default switching activity.
