==> design/flow/design.v <==
module TLC_Master(clk, rst, car_ew, car_lt, ok, dir);
  input clk, rst , car_ew, car_lt, ok;
  output [1:0] dir;
  reg [2-1:0] state, next;
  reg [2-1:0] next1;
  reg tload;
  reg [1:0] dir;
  wire tdone;
  always @(posedge clk) begin
    if(rst==1) state=2'b00;
    else state=next;
  end
  Timer #(4) timer(clk, rst, tload, 4'd12, tdone);
  always @(*) begin
    case(state)
      2'b00:begin 
		    dir=2'b00;
      		tload=1'b1;
     		if(ok) begin
	   		  if(car_lt) begin
	     	    next1=2'b10;
			  end else begin
    	  	    if(car_ew)
				  next1=2'b01;
		 		else
      			  next1=2'b00;
			  end
	  	    end else
			next1=2'b00; end
	  2'b01:begin 
	 	    dir=2'b01;
	  	 	tload=1'b0;
	  		if(ok & (!car_ew | tdone))
		      next1=2'b00;
	 	    else
   			  next1=2'b01; end
      2'b10:begin 
			dir=2'b10;
			tload=1'b0;
		    if(ok & (!car_lt | tdone))
			  next1=2'b00;
			else
			  next1=2'b10; end
	  default: {dir, tload, next1} = {2'b10, 1'b0, 2'b00};
	endcase
  next = next1;
  end
endmodule	
module Timer(clk, rst, load, in, done);
  parameter n=4;
  input clk, rst, load;
  input [n-1:0] in;
  output done;
  reg [n-1:0] count, next_count;
  wire done;
  always @(posedge clk) begin
    if(rst) count = 0;
    else count = next_count;
  end
  always @(*) begin
    next_count = count-1'b1;
    if(load)
      next_count=in;
    else if(done==1)
      next_count=0;
  end
  assign done = (count==0) ? 1 :0;
endmodule
==> design/flow/run.sh <==
#!/bin/bash
# OpenROAD 26Q1-2900-gdf79404cd8, Yosys 0.63+post, stock flow scripts
make -C /OpenROAD-flow-scripts/flow DESIGN_CONFIG=/design/flow/config.mk WORK_HOME=/design/flow/orfs finish
==> design/flow/config.mk <==
export PLATFORM = sky130hd
export DESIGN_NAME = TLC_Master
export DESIGN_NICKNAME = TLC_Master
export VERILOG_FILES = /design/flow/design.v
export SDC_FILE = /design/flow/constraint.sdc
export NUM_CORES = 4
export LEC_CHECK = 1
export CORE_AREA = 10 10 70 70
export DIE_AREA = 0 0 80 80
==> design/flow/constraint.sdc <==
current_design TLC_Master

set clk_period 2.5
set clk_io_pct 0.2

create_clock -name clk0 -period $clk_period [get_ports {clk}]

set non_clock_inputs [all_inputs -no_clocks]
set_input_delay [expr $clk_period * $clk_io_pct] -clock clk0 $non_clock_inputs
set_output_delay [expr $clk_period * $clk_io_pct] -clock clk0 [all_outputs]
==> results.env <==
FINAL.SETUP.TNS_NS=0
SLOWEST_STAGE='sky130_fd_sc_hd__clkdlybuf4s50_1'
PERIOD_USED_PCT=69.0
FLOW.AREA_GROWTH_FROM_SYNTHESIS_PCT=40.9
SUMMED_STANDARD_CELL_AREA_REPORTED_BY_YOSYS_UM2=343
VIAS_PER_CELL=3.28
SYNTH.YOSYS.SEQ_AREA_SHARE_PCT=40.9
GRT_UTIL_ALL_LAYERS_PCT=2.07
CRIT_PATH_CELL_TRACE='nor2_1 -> clkdlybuf4s50_1'
SYNTH.CELLMIX.XORXNORSHARE_PCT=0
STAGE_LOG_WARNINGS=25
LAUNCH_INSTANCE_OF_THE_WORST_REGISTER_TO_REGISTER_PATH='timer.count[0]'
WHS_PATH_DEPTH=1
NUMBER_OF_BUFFER_CELLS_ADDED_ON_PRIMARY_PORTS=6
HOLD_PATH_CLASS='reg -> reg'
REG2REGPATHDEPTH=5
SHARE_SEQ_OF_TOTAL_POWER_PCT=47.4
CLOCK_NETWORK_FRACTION_OF_DESIGN_POWER_PCT=36.3
GRT_OVERFLOW=0
CP_MAX_FO=7
CLOCK_TREE_FROM_TRITONCTS='yes'
RUN_STATUS='completed'
DIE_AREA_UM2=6400
CELL_INTERNAL_PWR_W=0.000208
ACHIEVABLE_FREQ_GHz=0.580
R2R_SETUP_SLACK_NS=1.22
SYNTHCELLS=39
SYNTH_STAT.CELLS=39
YOSYS-MUX-AREA-FRACTION_PCT=2.92
CP-START-KIND='flop'
POST_CTS_HOLD_BUFFERS=0
P_SWITCHING_W=0.0000691
CTS_RESIZED=0
WORST_SETUP_HOLD_PATH_CLK_SLEW_NS=0.05
DRT_PRE_ANTENNA_ITERS=4
CLK_LATENCY_NS=0.25
VIA_COUNT=308
SWITCHING_SHARE_PCT=24.9
ANTENNA_LEFT=0
CRITICAL-PATH-MAX-STAGE-DELAY_NS=0.47
CRITICAL_PATH_CLASS='reg -> out'
GLOBAL_ROUTE_WIRE_LENGTH_BEFORE_REPAIR_UM=1120
CP.REQUIRED_NS=2.00
GRT_MAX_DEGREE=8
SYNTHTOPLOGICFAMILY='simple AND/OR/NAND/NOR gates'
DATA_ARRIVAL_TIME_OF_THE_CRITICAL_PATH_NS=1.23
SYNTH.LIB_CELLS_USED.DISTINCT=19
TOTAL_LEAKAGE_POWER_nW=0.160
CTS_ROOT_BUF='sky130_fd_sc_hd__clkbuf_4'
RSZ0062_AT_GRT='no'
POSTSYNTHREGISTERBITS=7
DIE_HEIGHT_UM=80
GP_ROUTABILITY_CONGESTION=0.669
FINISH.UTILIZATION_PCT=14.1
WORST_SLEW_PIN_SLEW_NS=0.258
POWER_DENSITY_nW_PER_UM2=573
SYNTH.CELL_AREA_UM2=343
DRCVIOLATIONCOUNT=0
FP.COREAREA_UM2=3420
ITER_0_DRT_VIOLATIONS=15
POST_ROUTE_CELLS_DRIVE_ABOVE_1_SHARE_PCT=10.4
VIAS_IN_THE_FIRST_GLOBAL_ROUTE=315
SYNTH_AREA_PER_CELL_UM2=8.79
SYNTH-ADDER-AREA-SHARE_PCT=3.65
FINALCRITICALPERIOD_NS=1.73
DIE-WIDTH_UM=80
FINALCLOCKSKEW_NS=0.00589
CLOCK_TREE.BUFFER_DEPTH=2
CRIT_PATH_END_KIND='output pin'
HOLD_PATH.STARTPOINT='timer.count[0]'
POSTCTSSETUPREPAIRBUFS=0
SIMPLE_GATE_SHARE_PCT=33.2
CRITICAL_PATH.REG2REG.ENDPOINT='state[2]'
SYNTHESIS.YOSYS.WARNINGS=2
IR_DROP_V=0.000188
PINS_OVER_SLEW_LIMIT=0
HTREEDEPTH=1
AVGROUTEDWIREPERCELL_UM=7.39
MAXCAPVIOLATIONS=0
MIN_TO='timer.count[0]'
CTS_MADE_BUFFERS=3
INITCOREUTIL_PCT=10.0
DETAIL_ROUTE.ANTENNA_DIODES=0
FINAL-SETUP-VIOL-COUNT=0
PWR-SHARE-COMB_PCT=16.3
BOUNDARYPINS=7
CTS_NUM_SINKS=7
ANTENNA_FOUND_INITIAL=0
DRT-TOTAL-WL_UM=695
DETAILED_PLACE_HPWL_UM=508
POST_SYNTH_AO_OA_AREA_FRACTION_PCT=15.0
SLEW-LIMIT-HEADROOM_PCT=82.8
SITE_ROWS=21
TIMING.FINAL.HOLD_VIOLATIONS=0
FIN_WORST_HOLD_SLACK_NS=0.474
state kept, by name (all words and copies together) (netlist names):
register / cells
state: 3
timer.count: 4
per-layer routing:
metal | part of all wire [%] | wire (um) | track usage [%]
met5 | 0 | 0 | 0
met4 | 0.29 | 2 | 0.528
met3 | 8.6 | 60 | 1.14
met2 | 37 | 260 | 2.81
met1 | 53 | 371 | 2.75
worst max path at each step:
stage | startpoint | to | slack [ns] | depth (start not counted)
finish | state[0] | dir[1] | 0.77 | 2
global route | state[0] | dir[1] | 0.70 | 2
CTS | state[0] | dir[1] | 0.77 | 2
cell families (layout without fill, tap and decap cells):
logic type | Yosys count | in the layout
mux | 1 | 1
compound gates | 9 | 9
fa+ha+maj | 1 | 1
buf+inv | 4 | 13
flops | 7 | 7
simple gates | 17 | 17
worst max-delay path: cells and delay by family (launching register included):
family | cells | cell delay (ns)
buf+inv | 1 | 0.47
flops | 1 | 0.38
simple gates | 1 | 0.13
area by class of cell:
type / count / area, um^2
clock buffers: 4 / 26.3
fillers: 403 / 2930
inverters: 3 / 11.3
multi-input cells: 28 / 188
flip-flops and latches: 7 / 140
well taps: 46 / 57.6
repair buffers: 6 / 60.1
power by group through the flow:
stage	Clock, W	Combinational [W]	Sequential (W)
final	0.000100	0.0000452	0.000131
after global routing	0.000111	0.0000503	0.000133
after CTS	0.000104	0.0000453	0.000131
cells in the mapped netlist, drive strengths merged:
| master | count | area, um^2 |
|---|---|---|
| a21oi | 3 | 15.0 |
| a31oi | 3 | 18.8 |
| clkbuf | 1 | 3.75 |
| dfxtp | 7 | 140 |
| ha | 1 | 12.5 |
| inv | 3 | 11.3 |
| mux2i | 1 | 10.0 |
| nand2b | 2 | 12.5 |
| nand3 | 3 | 15.0 |
| nand3b | 1 | 7.51 |
| nand4b | 1 | 8.76 |
| nor2 | 2 | 7.51 |
| nor2b | 3 | 18.8 |
| nor3 | 1 | 10.0 |
| nor3b | 1 | 12.5 |
| nor4 | 2 | 12.5 |
| o211ai | 1 | 7.51 |
| o21ai | 2 | 10.0 |
| or3b | 1 | 8.76 |
cells in the final DEF, fill, tap and decap left out, types with 3 or more instances in the layout:
| master | count |
|---|---|
| sky130_fd_sc_hd__nor2b_1 | 3 |
| sky130_fd_sc_hd__nand3_1 | 3 |
| sky130_fd_sc_hd__dfxtp_1 | 7 |
| sky130_fd_sc_hd__a31oi_1 | 3 |
| sky130_fd_sc_hd__a21oi_1 | 3 |
| sky130_fd_sc_hd__clkbuf_4 | 3 |
| sky130_fd_sc_hd__inv_1 | 3 |
| sky130_fd_sc_hd__clkdlybuf4s50_1 | 6 |
through the flow:
step                      instances  area [um^2]  total power (W)  setup slack (ns)
final                            94          483         0.000277             0.775
after floorplan                  39          343         0.000158              1.34
after global routing             94          483         0.000294             0.703
after detailed placement         90          457         0.000178             0.951
after global placement           90          457         0.000177             0.982
after CTS                        94          483         0.000281             0.771
Power and IR drop assume default switching activity.
